==> ./run.sh <==
#!/bin/bash
# OpenROAD 26Q1-2900-gdf79404cd8, Yosys 0.63+post, stock flow scripts
make -C /OpenROAD-flow-scripts/flow DESIGN_CONFIG=/design/flow/config.mk WORK_HOME=/design/flow/orfs finish
==> ./config.mk <==
export PLATFORM = sky130hd
export DESIGN_NAME = classifier_mac_argmax_modular
export DESIGN_NICKNAME = classifier_mac_argmax_modular
export VERILOG_FILES = /design/flow/design.v
export SDC_FILE = /design/flow/constraint.sdc
export NUM_CORES = 4
export LEC_CHECK = 1
export CORE_UTILIZATION = 50
==> ./constraint.sdc <==
current_design classifier_mac_argmax_modular

set clk_period 7.3
set clk_io_pct 0.2

create_clock -name clk0 -period $clk_period [get_ports {clk}]

set non_clock_inputs [all_inputs -no_clocks]
set_input_delay [expr $clk_period * $clk_io_pct] -clock clk0 $non_clock_inputs
set_output_delay [expr $clk_period * $clk_io_pct] -clock clk0 [all_outputs]
==> ./design.v <==
module add_int12_int20_to_int20 (
    input  wire signed [11:0] in12,  
    input  wire signed [19:0] in20,   
    output wire signed [19:0] out20   
);
    wire signed [19:0] in12_ext;
    assign in12_ext = {{8{in12[11]}}, in12};
    assign out20 = in20 + in12_ext;
endmodule
`timescale 1ns/1ps
module classifier_mac_argmax_modular #(
    parameter int CLASS_BITS = 3
)(
    input  wire               clk,
    input  wire               rst_n,
    input  wire signed [3:0]  x_int4,
    input  wire signed [7:0]  w_int8,
    input  wire               new_feat,    
    input  wire               new_class,   
    input  wire [CLASS_BITS-1:0] class_id,
    output wire signed [19:0] acc20,
    output wire signed [19:0] max_score,
    output wire [CLASS_BITS-1:0] max_class
);
    wire signed [11:0] prod12;
    wire signed [19:0] acc_fb;
    wire signed [19:0] sum20;
    wire signed [19:0] max_score_q;
    wire               gt;
    wire               update_max;
    mul_int4_int8_to_int12 u_mul (
        .a (x_int4),
        .b (w_int8),
        .y (prod12)
    );
    add_int12_int20_to_int20 u_add (
        .in12 (prod12),
        .in20 (acc_fb),
        .out20(sum20)
    );
    reg_int20_clr_load u_acc (
        .clk  (clk),
        .rst_n(rst_n),
        .clr  (new_class),   
        .load (new_feat & ~new_class),
        .d    (sum20),
        .q    (acc_fb)
    );
    assign acc20 = acc_fb;
    cmp_gt_int20 u_cmp (
        .a  (acc_fb),
        .b  (max_score_q),
        .gt (gt)
    );
    assign update_max = new_class & gt;
    reg_int20_clr_load u_max_score (
        .clk  (clk),
        .rst_n(rst_n),
        .clr  (1'b0),         
        .load (update_max),
        .d    (acc_fb),
        .q    (max_score_q)
    );
    assign max_score = max_score_q;
    reg_intN_clr_load #(
        .N(CLASS_BITS)
    ) u_max_class (
        .clk  (clk),
        .rst_n(rst_n),
        .clr  (1'b0),          
        .load (update_max),
        .d    (class_id),
        .q    (max_class)
    );
endmodule
module cmp_gt_int20 (
    input  wire signed [19:0] a,
    input  wire signed [19:0] b,
    output wire               gt
);
    assign gt = (a > b);
endmodule
module mul_int4_int8_to_int12 (
    input  wire signed [3:0]  a,    
    input  wire signed [7:0]  b,    
    output wire signed [11:0] y     
);
    assign y = a * b;
endmodule
module reg_int20_clr_load (
    input  wire               clk,
    input  wire               rst_n,    
    input  wire               clr,      
    input  wire               load,     
    input  wire signed [19:0] d,
    output reg  signed [19:0] q
);
    always @(posedge clk or negedge rst_n) begin
        if (!rst_n)
            q <= '0;
        else if (clr)
            q <= '0;
        else if (load)
            q <= d;
    end
endmodule
module reg_intN_clr_load #(
    parameter N = 3
)(
    input  wire           clk,
    input  wire           rst_n,
    input  wire           clr,
    input  wire           load,
    input  wire [N-1:0]   d,
    output reg  [N-1:0]   q
);
    always @(posedge clk or negedge rst_n) begin
        if (!rst_n) q <= '0;
        else if (clr) q <= '0;
        else if (load) q <= d;
    end
endmodule
==> impl_results.html <==
<h2>Synthesis and place &amp; route</h2>
<table>
<tr><th>Metric</th><th>Value</th></tr>
<tr><th colspan="2">Power</th></tr>
<tr><td>P_leak</td><td>approximately 0.0029 uW</td></tr>
<tr><td>Overall Power</td><td>1910 uW</td></tr>
<tr><td>Clock network fraction of total power</td><td>around 7%</td></tr>
<tr><td>Largest vdd supply drop</td><td>between 0.1 and 0.15 mV</td></tr>
<tr><td>Sequential group share of total power</td><td>21.1%</td></tr>
<tr><td>Combinational power share</td><td>between 70 and 80%</td></tr>
<tr><td>Sw Share</td><td>43.4%</td></tr>
<tr><td>NetSw</td><td>a little over 800 uW</td></tr>
<tr><td>Internal portion of total power</td><td>approximately 1100 uW</td></tr>
<tr><td>Power per standard cell area</td><td>roughly 340 mW/mm2</td></tr>
<tr><th colspan="2">Synthesis</th></tr>
<tr><td>Post-Syn Area</td><td>0.00482 mm2</td></tr>
<tr><td>Flip-flops with a built-in enable</td><td>0</td></tr>
<tr><td>Mean post-synth cell area</td><td>roughly 9.7 um2</td></tr>
<tr><td>Warning count from the yosys run</td><td>2</td></tr>
<tr><td>Number of flip-flops and latches in the synthesized netlist</td><td>around 43</td></tr>
<tr><td>Async set-reset flop share out of synthesis</td><td>around 100%</td></tr>
<tr><td>Sequential-to-total area share from yosys stat</td><td>between 20% and 30%</td></tr>
<tr><td>Most used flip-flop cell after synthesis</td><td>dfrtp_1</td></tr>
<tr><td>Yosys cell count</td><td>~500</td></tr>
<tr><td>Number of distinct library cells after synthesis</td><td>about 48</td></tr>
<tr><td>Chip area in the Yosys report</td><td>0.00482 mm2</td></tr>
<tr><td>Instance tally after logic synthesis</td><td>about 500</td></tr>
<tr><th colspan="2">STA</th></tr>
<tr><td>Final count of hold timing violations</td><td>0</td></tr>
<tr><td>Normalized max-slew margin</td><td>57.7%</td></tr>
<tr><td>Final TNS setup</td><td>0 ns</td></tr>
<tr><td>Final slew viol count</td><td>0</td></tr>
<tr><td>Final worst path period need</td><td>~5.9 ns</td></tr>
<tr><td>Setup repair after global routing missed its margin</td><td>no</td></tr>
<tr><td>Slew at the pin with the worst max-slew slack</td><td>between 0.6 and 0.7 ns</td></tr>
<tr><td>Achievable clock frequency</td><td>about 170 MHz</td></tr>
<tr><td>Worst hold slack</td><td>0.506 ns</td></tr>
<tr><td>Clk_skew</td><td>0.00791 ns</td></tr>
<tr><td>Post-layout period usage of the worst path</td><td>roughly 80%</td></tr>
<tr><td>Setup-failing EPs final</td><td>0</td></tr>
<tr><th colspan="2">Min path</th></tr>
<tr><td>Class of the tightest hold or removal check</td><td>reg -&gt; reg</td></tr>
<tr><th colspan="2">Placement</th></tr>
<tr><td>Placed cell count</td><td>681</td></tr>
<tr><td>Count of buffers inserted at the top-level ports</td><td>61</td></tr>
<tr><td>Routability congestion estimate</td><td>0.942</td></tr>
<tr><td>HPWL after DPL</td><td>between 7000 and 8000 um</td></tr>
<tr><th colspan="2">Setup path</th></tr>
<tr><td>Type of origin of the critical path</td><td>input pin</td></tr>
<tr><td>Register-to-Register Setup Slack</td><td>a little over 3 ns</td></tr>
<tr><td>Type of destination of the critical path</td><td>flip-flop</td></tr>
<tr><td>Data arrival time at the worst-slack endpoint</td><td>a little over 6 ns</td></tr>
<tr><td>Slowest cell delay on critical path</td><td>0.61 ns</td></tr>
<tr><td>Crit-path slowest cell</td><td>ha_1</td></tr>
<tr><td>Worst Path Max Fanout</td><td>9</td></tr>
<tr><td>Chain of cells forming the critical path</td><td>clkdlybuf4s50_1 -&gt; mux2_2 -&gt; ha_1 -&gt; inv_1 -&gt; fa_1 -&gt; fa_1 -&gt; inv_1 -&gt; ha_1 -&gt; and2_1 -&gt; and4_1 -&gt; a31oi_1 -&gt; and3_1 -&gt; o21a_1 -&gt; o21ai_0 -&gt; or3b_2</td></tr>
<tr><td>Data required time of the critical path</td><td>between 7 and 8 ns</td></tr>
<tr><td>Setup Crit Path Kind</td><td>in -&gt; reg</td></tr>
<tr><th colspan="2">Clock network</th></tr>
<tr><td>Clock-pin slew on the worst setup and hold paths</td><td>approximately 0.080 ns</td></tr>
<tr><td>Clk sink count</td><td>roughly 43</td></tr>
<tr><td>Cts hold-fix bufs</td><td>0</td></tr>
<tr><td>CTS HTree Levels</td><td>2</td></tr>
<tr><td>Clock tree from TritonCTS</td><td>yes</td></tr>
<tr><td>Buffer cell driving the clock tree root</td><td>clkbuf_8</td></tr>
<tr><td>Clock latency of the later-clocked register in the worst-skew pair</td><td>roughly 0.28 ns</td></tr>
<tr><td>TritonCTS Buffers</td><td>5</td></tr>
<tr><td>Number of post-CTS setup repair buffers</td><td>0</td></tr>
<tr><td>Number of buffers between clock root and the deepest sink</td><td>2</td></tr>
<tr><td>PostCTS Resize Cnt</td><td>0</td></tr>
<tr><th colspan="2">Routing</th></tr>
<tr><td>Vias after detailed routing</td><td>~3.3k</td></tr>
<tr><td>Number of detailed-routing iterations run before antenna repair</td><td>4</td></tr>
<tr><td>Post-route DRC violation count</td><td>0</td></tr>
<tr><td>WL/cell</td><td>roughly 13 um</td></tr>
<tr><td>Number of violations reported at the end of detailed-routing iteration 0</td><td>roughly 90</td></tr>
<tr><td>Vias per inst</td><td>4.85</td></tr>
<tr><td>Routed Antenna Nets</td><td>0</td></tr>
<tr><td>Total detailed-routing wirelength</td><td>about 8700 um</td></tr>
<tr><td>Antenna fix cells</td><td>0</td></tr>
<tr><th colspan="2">Die</th></tr>
<tr><td>Core Region</td><td>just over 0.009 mm2</td></tr>
<tr><td>DIE WIDTH</td><td>between 100 and 150 um</td></tr>
<tr><td>Chip area</td><td>roughly 0.01 mm2</td></tr>
<tr><td>Site row count</td><td>35</td></tr>
<tr><td>Number of top-level design ports</td><td>62</td></tr>
<tr><td>Fraction of the core area occupied by cells at floorplan</td><td>51.9%</td></tr>
<tr><td>Vertical die dimension</td><td>between 100 and 150 um</td></tr>
<tr><th colspan="2">Global routing</th></tr>
<tr><td>GRT overflow</td><td>0</td></tr>
<tr><td>Vias in the first global route</td><td>3,230</td></tr>
<tr><td>Maximum number of pins on one net before global-route repair</td><td>~44</td></tr>
<tr><td>First-pass GRT wire length</td><td>roughly 15,000 um</td></tr>
<tr><td>Antenna violations before repair</td><td>0</td></tr>
<tr><td>Global-route total usage across every layer</td><td>a little under a fifth</td></tr>
<tr><th colspan="2">Job</th></tr>
<tr><td>Number of maximum-capacitance constraint violations</td><td>0</td></tr>
<tr><td>Number of logged tool warnings</td><td>27</td></tr>
<tr><th colspan="2">Finish</th></tr>
<tr><td>End-of-flow core utilization</td><td>60.7%</td></tr>
<tr><td>Non-filler cells, final</td><td>between 600 and 700</td></tr>
<tr><td>Area added between synthesis and finish</td><td>16.9%</td></tr>
<tr><td>Fraction of final layout cells sized beyond drive strength 1</td><td>around 7.1%</td></tr>
<tr><td>Number of filler instances in the final layout</td><td>between 800 and 900</td></tr>
<tr><th colspan="2">Status</th></tr>
<tr><td>Result of the run</td><td>completed</td></tr>
</table>
## routing by layer
metal / global-route usage [%] / vias up / wire length (um)
met1: 32.0 / 1528 / 4710
met2: 28.7 / 52 / 3570
met3: 2.05 / 4 / 310
met4: 1.23 / 0 / 61
met5: 0 / - / 0
li1: - / 1756 / -
## critical path: cells and delay by family
family / cells / cell delay, ns
mux: 1 / 0.33
fa+ha+maj: 4 / 2.02
compound gates: 3 / 0.39
simple gates: 4 / 1.08
buf+inv: 3 / 0.77
## sequential cells by signal (all words and copies together), names as in the netlist
| signal | flops |
|---|---|
| u_max_class.q | 3 |
| u_acc.q | 20 |
| u_max_score.q | 20 |
## synth_stat cells (9+ instances only)
library cell	instances	area share (%)
nor2b_1	10	1.3
ha_1	61	16
nand2_1	23	1.8
and2_1	24	3.1
fa_1	42	17
a21o_1	14	2.2
o21ai_0	9	0.93
dfrtp_1	43	22
xnor2_1	10	1.8
mux2_4	20	6.2
a21oi_1	18	1.9
inv_1	111	8.6
nor2_1	24	1.9
## through the flow
stage               area (um2)  worst slack [ns]
floorplan                 4820              1.85
global placement          5550              1.11
detailed placement        5550              1.03
CTS                       5640              1.34
global route              5640              1.08
finish                    5640              1.39
## layout by cell type, fill, tap and decap left out, types with 4 or more instances in the layout
master           count
xnor2_1             10
o21a_1               4
inv_1              111
fa_1                42
buf_4                4
nand3_1              5
dfrtp_1             43
nor2b_1             10
clkdlybuf4s50_1     60
mux2_2               4
ha_1                61
nor2_1              24
nand2_1             23
o21ai_0              9
a22o_1               4
nand4_1              6
a21oi_1             18
o211ai_1             6
and2_1              24
a31oi_1              5
a21o_1              14
clkbuf_8             5
mux2i_1              8
mux2_4              20
## cell families (layout without fill, tap and decap cells)
family | after synthesis | in the layout | synth area share [%]
adder cells (fa/ha/maj) | 103 | 103 | 33.3
multiplexers | 32 | 32 | 8.83
XOR/XNOR | 13 | 13 | 2.36
flip-flops | 43 | 43 | 22.3
buffers and inverters | 119 | 184 | 9.94
AND/OR/NAND/NOR | 112 | 112 | 12.7
AND-OR/OR-AND | 73 | 73 | 10.5
## power groups by stage
stage | logic, uW | registers, uW | clock network, uW
4_1_cts | 1390 | 405 | 145
6_report | 1370 | 404 | 138
5_1_grt | 1570 | 417 | 154
## path summary, 6_finish.rpt
check,depth (start not counted),endpoint,start
worst min-delay path,1,u_max_class.q[0],u_max_class.q[0]
worst min register to register,1,u_max_class.q[0],u_max_class.q[0]
worst max-delay path,15,u_acc.q[18],x_int4[3]
max in group asynchronous,2,u_max_score.q[1],rst_n
min in group asynchronous,2,u_max_score.q[17],rst_n
worst max register to register,13,u_acc.q[18],u_acc.q[3]
## final cells by class
cell class / instances / area [um2] / share of cell area, %
clock inverters: 1 / 5.00 / 0.0888
inverters: 111 / 417 / 7.39
flip-flops and latches: 43 / 1080 / 19.1
repair buffers: 65 / 636 / 11.3
well taps: 129 / 161 / 2.86
clock buffers: 7 / 76.3 / 1.35
multi-input cells: 333 / 3260 / 57.9
Power and IR drop assume default switching activity.
