## flow/design.v

```verilog
module CNNver1 (
	output CNNver1_MISO,
	input CNNver1_SPICLOCK_50,
	input CNNver1_SS_N,
	input CNNver1_MOSI
);
parameter DATAWIDTH_BUS = 8;
wire SPI_2_CNN_Start_routing_cwire;
wire [DATAWIDTH_BUS-1:0]  SPI_2_row00_DataOutBUS_routing_cwire;
wire [DATAWIDTH_BUS-1:0]  SPI_2_row01_DataOutBUS_routing_cwire;
wire [DATAWIDTH_BUS-1:0]  SPI_2_row02_DataOutBUS_routing_cwire;
wire [DATAWIDTH_BUS-1:0]  SPI_2_row03_DataOutBUS_routing_cwire;
wire [DATAWIDTH_BUS-1:0]  SPI_2_row04_DataOutBUS_routing_cwire;
wire [DATAWIDTH_BUS-1:0]  SPI_2_row05_DataOutBUS_routing_cwire;
wire [DATAWIDTH_BUS-1:0]  SPI_2_row06_DataOutBUS_routing_cwire;
wire [DATAWIDTH_BUS-1:0]  SPI_2_row07_DataOutBUS_routing_cwire;
wire [DATAWIDTH_BUS-1:0]	Register_u0_DataOutBUS_routing_cwire;
wire [DATAWIDTH_BUS-1:0]	Register_u1_DataOutBUS_routing_cwire;
wire [DATAWIDTH_BUS-1:0]	Register_u2_DataOutBUS_routing_cwire;
wire [DATAWIDTH_BUS-1:0]	Register_u3_DataOutBUS_routing_cwire;
wire [DATAWIDTH_BUS-1:0]	Register_u4_DataOutBUS_routing_cwire;
wire [DATAWIDTH_BUS-1:0]	Register_u5_DataOutBUS_routing_cwire;
wire [DATAWIDTH_BUS-1:0]	Register_u6_DataOutBUS_routing_cwire;
wire [DATAWIDTH_BUS-1:0]	Register_u7_DataOutBUS_routing_cwire;
wire Register_u0_Load_InLow_routing_cwire;
wire Register_u1_Load_InLow_routing_cwire;
wire Register_u2_Load_InLow_routing_cwire;
wire Register_u3_Load_InLow_routing_cwire;
wire Register_u4_Load_InLow_routing_cwire;
wire Register_u5_Load_InLow_routing_cwire;
wire Register_u6_Load_InLow_routing_cwire;
wire Register_u7_Load_InLow_routing_cwire;
wire CNNver1_Reset_InHigh = 1'b0;
spi_cnn_slave_8 #(.DATAWIDTH_BUS(DATAWIDTH_BUS)) spi_cnn_slave_8_u0 (
	.i_SPI_Clk(CNNver1_SPICLOCK_50),
	.i_SPI_CS_n(CNNver1_SS_N),
	.i_SPI_MOSI(CNNver1_MOSI),
	.o_SPI_MISO(CNNver1_MISO),
	.o_start_cnn(SPI_2_CNN_Start_routing_cwire),
	.o_row00 (SPI_2_row00_DataOutBUS_routing_cwire),
	.o_row01 (SPI_2_row01_DataOutBUS_routing_cwire),
	.o_row02 (SPI_2_row02_DataOutBUS_routing_cwire),
	.o_row03 (SPI_2_row03_DataOutBUS_routing_cwire),
	.o_row04 (SPI_2_row04_DataOutBUS_routing_cwire),
	.o_row05 (SPI_2_row05_DataOutBUS_routing_cwire),
	.o_row06 (SPI_2_row06_DataOutBUS_routing_cwire),
	.o_row07 (SPI_2_row07_DataOutBUS_routing_cwire),
	.o_load00 (Register_u0_Load_InLow_routing_cwire),
	.o_load01 (Register_u1_Load_InLow_routing_cwire),
	.o_load02 (Register_u2_Load_InLow_routing_cwire),
	.o_load03 (Register_u3_Load_InLow_routing_cwire),
	.o_load04 (Register_u4_Load_InLow_routing_cwire),
	.o_load05 (Register_u5_Load_InLow_routing_cwire),
	.o_load06 (Register_u6_Load_InLow_routing_cwire),
	.o_load07 (Register_u7_Load_InLow_routing_cwire)
);
Register #(.DATAWIDTH_BUS(DATAWIDTH_BUS)) register_u0 (
	.Register_DataInBUS(SPI_2_row00_DataOutBUS_routing_cwire),
	.Register_CLOCK (CNNver1_SPICLOCK_50),
	.Register_Reset_InHigh (CNNver1_Reset_InHigh),
	.Register_Load_InLow (Register_u0_Load_InLow_routing_cwire),
	.Register_DataOutBUS (Register_u0_DataOutBUS_routing_cwire)
);
Register #(.DATAWIDTH_BUS(DATAWIDTH_BUS)) register_u1 (
	.Register_DataInBUS(SPI_2_row01_DataOutBUS_routing_cwire),
	.Register_CLOCK (CNNver1_SPICLOCK_50),
	.Register_Reset_InHigh (CNNver1_Reset_InHigh),
	.Register_Load_InLow (Register_u1_Load_InLow_routing_cwire),
	.Register_DataOutBUS (Register_u1_DataOutBUS_routing_cwire)
);
Register #(.DATAWIDTH_BUS(DATAWIDTH_BUS)) register_u2 (
	.Register_DataInBUS(SPI_2_row02_DataOutBUS_routing_cwire),
	.Register_CLOCK (CNNver1_SPICLOCK_50),
	.Register_Reset_InHigh (CNNver1_Reset_InHigh),
	.Register_Load_InLow (Register_u2_Load_InLow_routing_cwire),
	.Register_DataOutBUS (Register_u2_DataOutBUS_routing_cwire)
);
Register #(.DATAWIDTH_BUS(DATAWIDTH_BUS)) register_u3 (
	.Register_DataInBUS(SPI_2_row03_DataOutBUS_routing_cwire),
	.Register_CLOCK (CNNver1_SPICLOCK_50),
	.Register_Reset_InHigh (CNNver1_Reset_InHigh),
	.Register_Load_InLow (Register_u3_Load_InLow_routing_cwire),
	.Register_DataOutBUS (Register_u3_DataOutBUS_routing_cwire)
);
Register #(.DATAWIDTH_BUS(DATAWIDTH_BUS)) register_u4 (
	.Register_DataInBUS(SPI_2_row04_DataOutBUS_routing_cwire),
	.Register_CLOCK (CNNver1_SPICLOCK_50),
	.Register_Reset_InHigh (CNNver1_Reset_InHigh),
	.Register_Load_InLow (Register_u4_Load_InLow_routing_cwire),
	.Register_DataOutBUS (Register_u4_DataOutBUS_routing_cwire)
);
Register #(.DATAWIDTH_BUS(DATAWIDTH_BUS)) register_u5 (
	.Register_DataInBUS(SPI_2_row05_DataOutBUS_routing_cwire),
	.Register_CLOCK (CNNver1_SPICLOCK_50),
	.Register_Reset_InHigh (CNNver1_Reset_InHigh),
	.Register_Load_InLow (Register_u5_Load_InLow_routing_cwire),
	.Register_DataOutBUS (Register_u5_DataOutBUS_routing_cwire)
);
Register #(.DATAWIDTH_BUS(DATAWIDTH_BUS)) register_u6 (
	.Register_DataInBUS(SPI_2_row06_DataOutBUS_routing_cwire),
	.Register_CLOCK (CNNver1_SPICLOCK_50),
	.Register_Reset_InHigh (CNNver1_Reset_InHigh),
	.Register_Load_InLow (Register_u6_Load_InLow_routing_cwire),
	.Register_DataOutBUS (Register_u6_DataOutBUS_routing_cwire)
);
Register #(.DATAWIDTH_BUS(DATAWIDTH_BUS)) register_u7 (
	.Register_DataInBUS(SPI_2_row07_DataOutBUS_routing_cwire),
	.Register_CLOCK (CNNver1_SPICLOCK_50),
	.Register_Reset_InHigh (CNNver1_Reset_InHigh),
	.Register_Load_InLow (Register_u7_Load_InLow_routing_cwire),
	.Register_DataOutBUS (Register_u7_DataOutBUS_routing_cwire)
);
endmodule
module Register #(parameter DATAWIDTH_BUS = 8)(
    input  wire [DATAWIDTH_BUS-1:0] Register_DataInBUS,  
    input  wire Register_CLOCK,
    input  wire Register_Reset_InHigh,
    input  wire Register_Load_InLow,
    output wire [DATAWIDTH_BUS-1:0] Register_DataOutBUS  
);
    reg [DATAWIDTH_BUS-1:0] Datos;
    always @(posedge Register_CLOCK) begin
         if (Register_Reset_InHigh == 1'b1) begin
              Datos <= {DATAWIDTH_BUS{1'b0}};
         end  
         else if (Register_Load_InLow == 1'b0) begin
              Datos <= Register_DataInBUS;
         end
    end
    assign Register_DataOutBUS = Datos;
endmodule
module SC_STATEMACHINE_IMAGE_LOADER (
    output reg o_load00, output reg o_load01,
    output reg o_load02, output reg o_load03,
    output reg o_load04, output reg o_load05,
    output reg o_load06, output reg o_load07,
    input i_CLOCK,
    input i_RESET,
    input [1:0] i_CMD,
    input [6:0] i_DATA_COUNT,
    input [3:0] i_ROW
);
localparam STATE_IDLE      = 0;
localparam STATE_LOAD_ROW  = 1;
localparam STATE_WAIT_NEXT = 2;
reg [2:0] STATE_Register;
reg [2:0] STATE_Signal;
always @(*) begin
    case (STATE_Register)
        STATE_IDLE: 
            if (i_CMD == 2'b00 && i_DATA_COUNT == 7) STATE_Signal = STATE_LOAD_ROW;
            else STATE_Signal = STATE_IDLE;
        STATE_LOAD_ROW: 
            STATE_Signal = STATE_WAIT_NEXT;
        STATE_WAIT_NEXT:
            if (i_DATA_COUNT == 0) STATE_Signal = STATE_IDLE;
            else STATE_Signal = STATE_WAIT_NEXT;
        default: STATE_Signal = STATE_IDLE;
    endcase
end
always @(posedge i_CLOCK or posedge i_RESET) begin
    if (i_RESET == 1'b1)
        STATE_Register <= STATE_IDLE;
    else
        STATE_Register <= STATE_Signal;
end
always @(*) begin
    o_load00 = 1'b1; o_load01 = 1'b1; o_load02 = 1'b1; o_load03 = 1'b1;
    o_load04 = 1'b1; o_load05 = 1'b1; o_load06 = 1'b1; o_load07 = 1'b1;
    case (STATE_Register)
        STATE_LOAD_ROW: begin
            case (i_ROW)
                4'd0: o_load00 = 1'b0;  
                4'd1: o_load01 = 1'b0;
                4'd2: o_load02 = 1'b0;
                4'd3: o_load03 = 1'b0;
                4'd4: o_load04 = 1'b0;
                4'd5: o_load05 = 1'b0;
                4'd6: o_load06 = 1'b0;
                4'd7: o_load07 = 1'b0;
					 default: ;
            endcase
        end
        default: ;  
    endcase
end
endmodule
module spi_cnn_slave_8 #(parameter DATAWIDTH_BUS = 8)(
    input  wire i_SPI_Clk,
    input  wire i_SPI_CS_n,
    input  wire i_SPI_MOSI,
    output wire o_SPI_MISO,
    output reg  o_start_cnn,
    output wire [7:0] o_row00, output wire [7:0] o_row01,
    output wire [7:0] o_row02, output wire [7:0] o_row03,
    output wire [7:0] o_row04, output wire [7:0] o_row05,
    output wire [7:0] o_row06, output wire [7:0] o_row07,
    output wire o_load00, output wire o_load01,
    output wire o_load02, output wire o_load03,
    output wire o_load04, output wire o_load05,
    output wire o_load06, output wire o_load07
);
    reg [7:0] image_mem [0:7];
    reg [7:0] weight_mem [0:7]; 
    assign o_row00 = image_mem[0];  assign o_row01 = image_mem[1];
    assign o_row02 = image_mem[2];  assign o_row03 = image_mem[3];
    assign o_row04 = image_mem[4];  assign o_row05 = image_mem[5];
    assign o_row06 = image_mem[6];  assign o_row07 = image_mem[7];
    reg [1:0] cmd;
    reg [6:0] bit_count;  
    reg [6:0] data_count; 
    reg [3:0] row;        
    reg [7:0] image_shift;
    reg [7:0] weight_shift;
    reg [6:0] weight_count;
    reg [3:0] result = 4'd7;
    reg [2:0] miso_count;
    reg       miso_active;
    SC_STATEMACHINE_IMAGE_LOADER loader_image_sm (
        .i_CLOCK(i_SPI_Clk),
        .i_RESET(i_SPI_CS_n),  
        .i_CMD(cmd),
        .i_DATA_COUNT(data_count),
        .i_ROW(row),
        .o_load00(o_load00), .o_load01(o_load01),
        .o_load02(o_load02), .o_load03(o_load03),
        .o_load04(o_load04), .o_load05(o_load05),
        .o_load06(o_load06), .o_load07(o_load07)
    );
    assign o_SPI_MISO = (miso_active) ? result[3 - miso_count] : 1'bZ;
    always @(posedge i_SPI_Clk or posedge i_SPI_CS_n) begin
        if (i_SPI_CS_n) begin
            bit_count    <= 0;
            data_count   <= 0;
            row          <= 0;
            weight_count <= 0;
            miso_count   <= 0;
            miso_active  <= 0;
            o_start_cnn  <= 0;
            cmd          <= 2'b00;
        end
        else begin
            bit_count <= bit_count + 7'd1;
            if (bit_count < 2) begin
                cmd[1 - bit_count] <= i_SPI_MOSI;
                data_count <= 0;
            end
            else begin
                data_count <= data_count + 7'd1;
                if (cmd == 2'b00) begin
                    image_shift <= {image_shift[6:0], i_SPI_MOSI};
                    if (data_count == 7) begin
                        image_mem[row] <= {image_shift[6:0], i_SPI_MOSI};
                        row <= row + 4'd1;
                        data_count <= 0; 
                    end
                end
                else if (cmd == 2'b01) begin
                    weight_shift <= {weight_shift[6:0], i_SPI_MOSI};
                    if (data_count == 7) begin
                        weight_mem[weight_count] <= {weight_shift[6:0], i_SPI_MOSI};
                        weight_count <= weight_count + 7'd1;
                        data_count <= 0;
                    end
                end
                else if (cmd == 2'b10) begin
                    o_start_cnn <= 1;
                end
                else if (cmd == 2'b11) begin
                    miso_active <= 1;
                    if (miso_count < 4)
                        miso_count <= miso_count + 3'd1;
                end
            end
        end
    end
endmodule
```

## flow/run.sh

```bash
#!/bin/bash
# OpenROAD 26Q1-2900-gdf79404cd8, Yosys 0.63+post, stock flow scripts
make -C /OpenROAD-flow-scripts/flow DESIGN_CONFIG=/design/flow/config.mk WORK_HOME=/design/flow/orfs finish
```

## flow/config.mk

```make
export PLATFORM = sky130hd
export DESIGN_NAME = CNNver1
export DESIGN_NICKNAME = CNNver1
export VERILOG_FILES = /design/flow/design.v
export SDC_FILE = /design/flow/constraint.sdc
export NUM_CORES = 4
export LEC_CHECK = 1
export CORE_AREA = 10 10 84 84
export DIE_AREA = 0 0 94 94
```

## flow/constraint.sdc

```tcl
current_design CNNver1

set clk_period 1.9
set clk_io_pct 0.2

create_clock -name clk0 -period $clk_period [get_ports {CNNver1_SPICLOCK_50}]

set non_clock_inputs [all_inputs -no_clocks]
set_input_delay [expr $clk_period * $clk_io_pct] -clock clk0 $non_clock_inputs
set_output_delay [expr $clk_period * $clk_io_pct] -clock clk0 [all_outputs]
```

==> impl_metrics.toml <==
# physical design summary
[routing]
routedWlPerCell_um = 11.4
drt_wl_total_um = 2720
diodes = 0
vias = 1078
vias_per_cell = 4.53
initialDrtViolationCount = 44
drc = 0
firstDrtPassIters = 4
antenna_left = 0

[final_timing]
worst_pin_slew_ns = 0.470
skew_ns = 0.00901
max_clock_freq_mhz = 363
finalCriticalPeriod_ns = 2.75
drv_slew = 0
rsz0062_at_grt = "true"
setup_tns_ns = -1.68
hold_viol = 0
setup_violations = 2
fin_ws_ns = -0.853
slew_headroom_pct = 68.6
finalCritPeriodShare_pct = 145

[pwr]
switchingPower_w = 0.000149
p_seq_share_pct = 49.6
clock_power_share_pct = 37.7
p_per_area_nw_per_um2 = 357
fin_total_pwr_w = 0.000638
sw_frac_of_total_pct = 23.4
p_comb_share_pct = 12.7
p_leak_nw = 0.820
intPower_w = 0.000489
irDropWorstVdd_mv = 0.329

[clocking]
clk_pin_slew_ns = 0.06
htree_levels = 1
cts_sinks = 12
clockBufferDepth = 2
clock-root-buffer = "clkbuf_8"
insertion_delay_ns = 0.24
tritoncts = "yes"
cts_buffers = 3

[grt]
grt_usage_pct = 6.24
grt_use_met1_pct = 8.93
grt_max_degree = 13
grt.busiest_layer = "met2"
grt_pass1_vias = 1035
antenna_found_initial = 0
grt_pass1_wl_um = 4670
grt_util_met2_pct = 9.97
gr-total-overflow = 0
globalRouteMet3Util_pct = 1.13

[synth]
area_leaders = "dfrtp_1 (27%), ha_1 (16%), nand4_1 (5.6%), nand2_1 (4.0%), xnor2_1 (3.1%)"
yosysMostFrequentCell = "ha_1"
syn_area_um2 = 1120
ys_cells = 120
yosysWarnings = 6
synth-main-ff-cell = "dfrtp_1"
yosysUniqueCellTypes = 40
synth-async-reset-ratio_pct = 100
top_area_cell = "dfrtp_1"
ys_chip_area_um2 = 1120
synthCells = 120
edf_count = 0
top_cells_by_count = "ha_1 (14), dfrtp_1 (12), nand2_1 (12)"
synth_flop_count = 12
synth_area_per_cell_um2 = 9.31
top_area_share_pct = 26.9
ys_seq_share_pct = 26.9

[outcome]
violations = "negative setup slack"
status = "finished with violations"

[floorplan]
chipArea_um2 = 8840
dieHeight_um = 94
boundaryPins = 4
dieWidth_um = 94
initCoreUtil_pct = 21.5
coreArea_um2 = 5200
std_cell_rows = 26

[setup_path]
crit_slowest_cell = "dfrtp_2"
worstPathArrival_ns = 2.87
cp_max_fo = 5
cp.buffers_inverters = 1
crit_path_start_kind = "register"
cp_data_required_time_ns = 2.02
crit_chain = "inv_2, ha_4, and2b_4, nand4_1, ha_1, nor4b_4, nand4_1, nand4bb_1, o22ai_2, nand4_1, mux2_4"
crit_path_frequent_cell = "nand4_1"
path_class = "register to register"
slowest_delay_ns = 0.41
cp_top_family = "simple AND/OR/NAND/NOR gates"
worst_setup_path_end_kind = "register"

[place]
io_buffers = 3
place_hpwl_um = 2090
gp_congestion = 0.845

[layout]
synthToLayoutAreaGrowth_pct = 59.8
final_core_util_pct = 34.3
fillers = 525
drive_gt1_share_pct = 48.2
logic_area_um2 = 918
seqCellArea_um2 = 304

[flow_run]
cap_viol_max_count = 0
warnings = 31

[min_path]
hold_class = "primary input to async pin"
==> layer usage <==
| metal | part of all wire (%) | up-vias |
|---|---|---|
| li1 | - | 538 |
| met1 | 51 | 516 |
| met2 | 46 | 22 |
| met3 | 3.0 | 2 |
| met4 | 0.18 | 0 |
| met5 | 0 | - |
==> sequential cells by signal (all words and copies together), names as in the netlist <==
signal,cells
spi_cnn_slave_8_u0.bit_count,7
spi_cnn_slave_8_u0.cmd,2
spi_cnn_slave_8_u0.miso_count,3
==> cells by family (layout without fill, tap and decap cells) <==
logic type / after synthesis / after routing / share of synthesized area [%]
AND/OR/NAND/NOR: 59 / 59 / 34.4
buffers and inverters: 12 / 60 / 5.60
XOR/XNOR: 7 / 7 / 5.49
adder cells (fa/ha/maj): 14 / 14 / 15.7
multiplexers: 4 / 4 / 3.92
AND-OR/OR-AND: 12 / 12 / 8.06
flip-flops: 12 / 12 / 26.9
==> worst paths after layout <==
kind                                             startpoint                          endpoint  slack (ns)  cells after the start
max reg2reg                 spi_cnn_slave_8_u0.bit_count[1]         spi_cnn_slave_8_u0.cmd[0]       -0.85                     11
min reg2reg                spi_cnn_slave_8_u0.miso_count[0]  spi_cnn_slave_8_u0.miso_count[0]        0.50                      1
max                         spi_cnn_slave_8_u0.bit_count[1]         spi_cnn_slave_8_u0.cmd[0]       -0.85                     11
min                                            CNNver1_SS_N   spi_cnn_slave_8_u0.bit_count[5]        0.45                      2
max in group asynchronous                      CNNver1_SS_N   spi_cnn_slave_8_u0.bit_count[3]        1.10                      2
min in group clk0          spi_cnn_slave_8_u0.miso_count[0]  spi_cnn_slave_8_u0.miso_count[0]        0.50                      1
==> per-stage QoR <==
stage | hold slack, ns | instance area [um2] | setup WS [ns] | instances
after global routing | 0.502 | 1790 | -1.01 | 238
after detailed placement | 0.489 | 1580 | -0.829 | 226
after CTS | 0.473 | 1730 | -0.804 | 235
after global placement | 0.480 | 1580 | -0.830 | 226
final | 0.454 | 1790 | -0.853 | 238
after floorplan | 0.245 | 1200 | -0.740 | 120
==> final cells by class <==
| type | count | share of cell area (%) |
|---|---|---|
| multi-input cells | 96 | 51.4 |
| flip-flops and latches | 12 | 17.0 |
| well taps | 70 | 4.91 |
| repair buffers | 49 | 21.9 |
| inverters | 7 | 2.17 |
| clock buffers | 4 | 2.52 |
==> cells in the final DEF (no fill, tap or decap), types with 3 or more instances in the layout <==
master,synthesis,final
buf_4,2,44
clkbuf_8,0,3
clkdlybuf4s50_1,0,3
dfrtp_1,12,9
dfrtp_2,0,3
ha_1,14,8
ha_4,0,6
inv_1,6,4
nand2_1,12,8
nand3_1,3,3
nand4_1,10,10
nor2_1,6,6
nor2b_1,4,3
o211ai_1,3,3
xnor2_1,4,4
xor2_1,3,3
==> what timing repair did <==
| item | in CTS | in global routing |
|---|---|---|
| hold buffers | 0 | 0 |
| pin swaps | 17 | 14 |
| endpoints found under the setup margin | 2 | 2 |
| buffers inserted | 6 | 3 |
| gates resized | 10 | 6 |
==> power groups by stage <==
stage	combinational (W)	clock [W]	sequential, W
final	0.0000812	0.000240	0.000317
after global routing	0.0000914	0.000250	0.000322
after CTS	0.0000837	0.000242	0.000316
Power figures rest on the tool's default switching activity, not on a simulated workload.
