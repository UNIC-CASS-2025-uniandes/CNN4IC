--- constraint.sdc ---
current_design spi_cnn_slave

set clk_period 9.6
set clk_io_pct 0.2

create_clock -name clk0 -period $clk_period [get_ports {i_SPI_Clk}]

set non_clock_inputs [all_inputs -no_clocks]
set_input_delay [expr $clk_period * $clk_io_pct] -clock clk0 $non_clock_inputs
set_output_delay [expr $clk_period * $clk_io_pct] -clock clk0 [all_outputs]
--- design.v ---
`timescale 1ns/1ps
module spi_cnn_slave (
    input  wire i_SPI_Clk,
    input  wire i_SPI_CS_n,
    input  wire i_SPI_MOSI,
    output wire o_SPI_MISO,
    output reg  o_start_cnn,
    output wire [27:0] o_row00, output wire [27:0] o_row01,
    output wire [27:0] o_row02, output wire [27:0] o_row03,
    output wire [27:0] o_row04, output wire [27:0] o_row05,
    output wire [27:0] o_row06, output wire [27:0] o_row07,
    output wire [27:0] o_row08, output wire [27:0] o_row09,
    output wire [27:0] o_row10, output wire [27:0] o_row11,
    output wire [27:0] o_row12, output wire [27:0] o_row13,
    output wire [27:0] o_row14, output wire [27:0] o_row15,
    output wire [27:0] o_row16, output wire [27:0] o_row17,
    output wire [27:0] o_row18, output wire [27:0] o_row19,
    output wire [27:0] o_row20, output wire [27:0] o_row21,
    output wire [27:0] o_row22, output wire [27:0] o_row23,
    output wire [27:0] o_row24, output wire [27:0] o_row25,
    output wire [27:0] o_row26, output wire [27:0] o_row27
);
    reg [27:0] image_mem [0:27];
    reg [7:0]  weight_mem [0:10];
    assign o_row00 = image_mem[0];  assign o_row01 = image_mem[1];
    assign o_row02 = image_mem[2];  assign o_row03 = image_mem[3];
    assign o_row04 = image_mem[4];  assign o_row05 = image_mem[5];
    assign o_row06 = image_mem[6];  assign o_row07 = image_mem[7];
    assign o_row08 = image_mem[8];  assign o_row09 = image_mem[9];
    assign o_row10 = image_mem[10]; assign o_row11 = image_mem[11];
    assign o_row12 = image_mem[12]; assign o_row13 = image_mem[13];
    assign o_row14 = image_mem[14]; assign o_row15 = image_mem[15];
    assign o_row16 = image_mem[16]; assign o_row17 = image_mem[17];
    assign o_row18 = image_mem[18]; assign o_row19 = image_mem[19];
    assign o_row20 = image_mem[20]; assign o_row21 = image_mem[21];
    assign o_row22 = image_mem[22]; assign o_row23 = image_mem[23];
    assign o_row24 = image_mem[24]; assign o_row25 = image_mem[25];
    assign o_row26 = image_mem[26]; assign o_row27 = image_mem[27];
    reg [1:0]  cmd;
    reg [9:0]  bit_count; 
    reg [9:0]  data_count; 
    reg [4:0]  row;
    reg [27:0] image_shift;
    reg [7:0]  weight_shift;
    reg [13:0] weight_count;
    reg [3:0]  result = 4'd7;
    reg [2:0]  miso_count;
    reg        miso_active;
    assign o_SPI_MISO = (miso_active) ? result[3 - miso_count] : 1'bZ;
    always @(posedge i_SPI_Clk or posedge i_SPI_CS_n) begin
        if (i_SPI_CS_n) begin
            bit_count    <= 0;
            data_count   <= 0;
            row          <= 0;
            weight_count <= 0;
            miso_count   <= 0;
            miso_active  <= 0;
            o_start_cnn  <= 0;
            cmd          <= 2'b00;
        end
        else begin
            bit_count <= bit_count + 1;
            if (bit_count < 2) begin
                cmd[1 - bit_count] <= i_SPI_MOSI;
                data_count <= 0;
            end
            else begin
                data_count <= data_count + 1;
                if (cmd == 2'b00) begin
                    image_shift <= {image_shift[26:0], i_SPI_MOSI};
                    if (data_count == 27) begin
                        image_mem[row] <= {image_shift[26:0], i_SPI_MOSI};
                        row <= row + 1;
                        data_count <= 0; 
                    end
                end
                else if (cmd == 2'b01) begin
                    weight_shift <= {weight_shift[6:0], i_SPI_MOSI};
                    if (data_count == 7) begin
                        weight_mem[weight_count] <= {weight_shift[6:0], i_SPI_MOSI};
                        weight_count <= weight_count + 1;
                        data_count <= 0;
                    end
                end
                else if (cmd == 2'b10) begin
                    o_start_cnn <= 1;
                end
                else if (cmd == 2'b11) begin
                    miso_active <= 1;
                    if (miso_count < 4)
                        miso_count <= miso_count + 1;
                end
            end
        end
    end
endmodule
--- run.sh ---
#!/bin/bash
# OpenROAD 26Q1-2900-gdf79404cd8, Yosys 0.63+post, stock flow scripts
make -C /OpenROAD-flow-scripts/flow DESIGN_CONFIG=/design/flow/config.mk WORK_HOME=/design/flow/orfs finish
--- config.mk ---
export PLATFORM = sky130hd
export DESIGN_NAME = spi_cnn_slave
export DESIGN_NICKNAME = spi_cnn_slave
export VERILOG_FILES = /design/flow/design.v
export SDC_FILE = /design/flow/constraint.sdc
export NUM_CORES = 4
export LEC_CHECK = 1
export CORE_AREA = 10 10 452 452
export DIE_AREA = 0 0 462 462
==> results.env <==
SETUP.WORST_PATH.END_CLASS='flop'
CTS_HOLD_REPAIR.BUFFERS=0
CP-START-KIND='flop'
REQUIRED_NS=10.23
DETAILEDROUTE.FIRSTPASSITERATIONCOUNT=5
DRC=0
SYNTH_SEQUENTIAL_AREA_RATIO_PCT=93.8
GRT_OVERFLOW_TOTAL=0
FIRST_PASS_GRT_WIRE_LENGTH_UM=147000
YOSYS_REGISTER_BITS=842
WARNINGS=34
PLACEMENTROWS=162
LAYOUT.CELLS.MOST_COMMON='sky130_fd_sc_hd__edfxtp_1'
PORT_BUFFERS=788
TIGHTEST_SLEW_NS=0.887
DIE-HEIGHT_UM=462
FIN_CRIT_NS=4.26
UNREPAIRED_SETUP_ENDPOINTS_AFTER_GLOBAL_ROUTING='false'
CTS_POST_SETUP_BUFFERS_INSERTED=0
INITIAL_CORE_UTIL_PCT=13.8
ASYNC_SET_OR_RESET_FLOP_FRACTION_IN_THE_SYNTHESIZED_NETLIST_PCT=3.68
INITIAL_ANTENNA_VIOLATION_COUNT=28
TRITONCTS_NUM_SINKS=842
ROUTED_WL_UM=116000
TRITONCTS='built'
LAYOUT-AREA-OVERHEAD-VS-SYNTH_PCT=54.3
CLOCKROOTBUFFER='sky130_fd_sc_hd__clkbuf_16'
SYNTHDISTINCTLIBCELLS=51
MAX-CLOCK-PATH-BUFFERS=3
GROUTE.USAGE.OVERALL_PCT=10.6
GPL_CONGESTION=0.841
CTSHTREEMAXLEVEL=3
ANT_NETS=0
LARGEST_NET_DEGREE_AT_THE_START_OF_GLOBAL_ROUTING=33
POST_SYNTH.CELL_AREA_AVG_SQ_UM=24.6
CP.ARRIVAL_NS=4.89
SYNTH-EDFF-COUNT=811
FINAL_CYCLE_SHARE_PCT=44.4
DETAIL_ROUTE.ITER0.VIOLATIONS=1045
VDD_DROP_MAX_mV=0.166
FINAL-MAX-SLEW-VIOLATION-COUNT=0
SYNTHESIZED_CHIP_AREA_REPORTED_BY_YOSYS_SQ_MM=0.0268
WORSTHOLDPATHTYPE='reg -> reg'
DIE_AREA_SQ_MM=0.213
FP.DIEW_UM=462
SETUP_TOTAL_NEGATIVE_SLACK_NS=0
REGTOREGSETUPSLACK_NS=5.34
NUM_VIAS=14876
SYNTHESIS.INSTANCES=1089
FINAL_LAYOUT_SIZE_SUFFIX_GT1_SHARE_PCT=11.1
MOST_USED_CELLS_IN_THE_LAYOUT_EXCLUDING_FILL_AND_TAP_CELLS='811 x sky130_fd_sc_hd__edfxtp_1, 787 x sky130_fd_sc_hd__clkdlybuf4s50_1, 90 x sky130_fd_sc_hd__clkbuf_16, 79 x sky130_fd_sc_hd__buf_4, 31 x sky130_fd_sc_hd__dfrtp_1'
CLKSLEWWORSTSETUPHOLDPATHS_NS=0.06
POWER.LEAKAGE_nW=13.3
FINAL_HOLD_VIOL_COUNT=0
YOSYS_MOST_USED_DFF='sky130_fd_sc_hd__edfxtp_1'
SETUP_VIOL=0
SYNTH.YOSYS.NUM_CELLS=1089
VIAS_IN_THE_FIRST_GLOBAL_ROUTE=15689
OUTCOME='completed'
YS.WARNINGS.COUNT=4
DRT-WIRELENGTH-PER-CELL_UM=24.8
MAPPEDNETLISTAREA_SQ_MM=0.0268
TIMING.MAX_SLEW.REL_SLACK_PCT=40.9
NUM_IO_PINS=789
CTS_RESIZED=0
CP_MAX_FO=12
TIMING.HOLD.WS_NS=0.463
DPL.HPWL_UM=82000
AVGVIACOUNTPERCELL=3.20
CTS_MADE_BUFFERS=90
POWER.DENSITY_CELL_AREA_mW_PER_MM2=183
TIMING.MAX_CAP.VIOLATIONS=0
CLOCK-SKEW-FINAL_NS=0.0999
WORST-SETUP-PATH-TYPE='reg -> reg'
CORE_REGION_AREA_SQ_MM=0.195
MAX_FREQ_MHz=234
CLOCK_INSERTION_DELAY_WORST_SKEW_NS=0.74
==> per-layer routing <==
metal	routed length, um	GRT usage, %	part of all wire, %
met5	125	0.379	0.11
met1	36100	10.6	31
met2	58300	18.4	50
met4	4130	2.83	3.6
met3	17000	6.47	15
==> registers in the layout (all words and copies together), names as in the netlist <==
| register | flops |
|---|---|
| bit_count | 10 |
| cmd | 2 |
| data_count | 10 |
| image_mem | 784 |
| image_shift | 27 |
| miso_count | 3 |
| o_start_cnn | 1 |
| row | 5 |
==> final cells by class <==
type	instances	area (sq um)
Sequential cell	842	25100
Timing Repair Buffer	866	8470
Multi-Input combinational cell	219	1580
Clock inverter	50	573
Tap cell	2542	3180
Inverter	18	67.6
Fill cell	20154	153000
Clock buffer	108	2320
Antenna cell	9	22.5
==> power by group <==
part,total [W],switching (W),internal (W)
Sequential,0.00404,0.0000273,0.00401
Clock,0.00340,0.00152,0.00188
Combinational,0.000131,0.0000993,0.0000321
==> path summary, 6_finish.rpt <==
path,startpoint,cells past startpoint,end
worst max-delay path,bit_count[4],10,cmd[0]
worst min-delay path,data_count[0],1,data_count[0]
worst max register to register,bit_count[4],10,cmd[0]
worst min register to register,data_count[0],1,data_count[0]
max in group asynchronous,i_SPI_CS_n,3,row[4]
min in group asynchronous,i_SPI_CS_n,3,row[3]
==> through the flow <==
| stage | total power (W) | util [%] | setup slack, ns | instance area (sq um) | cells |
|---|---|---|---|---|---|
| finish | 0.00757 | 21.2 | 5.34 | 41300 | 4654 |
| global route | 0.00784 | 21.2 | 4.96 | 41300 | 4647 |
| CTS | 0.00770 | 21.2 | 5.31 | 41300 | 4645 |
| detailed placement | 0.00426 | 19.8 | 5.07 | 38400 | 4487 |
| global placement | 0.00426 | 19.8 | 5.09 | 38400 | 4487 |
| floorplan | 0.00415 | - | 5.67 | 26800 | 1089 |
==> cells in the mapped netlist (4+ instances only) <==
cell type                  instances  share of area (%)
sky130_fd_sc_hd__nand2_1          22               0.31
sky130_fd_sc_hd__nor4b_1           5               0.16
sky130_fd_sc_hd__nand4_1           4              0.093
sky130_fd_sc_hd__dfrtp_1          31                2.9
sky130_fd_sc_hd__nand3_1          13               0.24
sky130_fd_sc_hd__or4_1             4               0.11
sky130_fd_sc_hd__edfxtp_1        811                 91
sky130_fd_sc_hd__nor3_1            7               0.13
sky130_fd_sc_hd__and3_1            6               0.14
sky130_fd_sc_hd__nor2_1           27               0.38
sky130_fd_sc_hd__o21ai_0           4              0.075
sky130_fd_sc_hd__xnor2_1          13               0.42
sky130_fd_sc_hd__xor2_1           14               0.46
sky130_fd_sc_hd__and2_1           30               0.70
sky130_fd_sc_hd__inv_1            18               0.25
sky130_fd_sc_hd__ha_1             23                1.1
sky130_fd_sc_hd__clkbuf_1          7              0.098
sky130_fd_sc_hd__nand2b_1          6               0.14
==> kinds of logic after synthesis <==
group                      after synthesis  share of synthesized area [%]
xor gates and xnor gates                27                          0.882
buffers and inverters                   28                          0.429
AOI/OAI and AO/OA                       26                          0.845
adders and majority gates               23                           1.07
muxes                                    3                          0.126
and+or+nand+nor                        140                           2.89
DFF                                    842                           93.8
==> critical path, stage by stage (launching register included) <==
cell	delay (ns)
sky130_fd_sc_hd__dfrtp_1	0.51
sky130_fd_sc_hd__or4_1	0.58
sky130_fd_sc_hd__or4_1	0.56
sky130_fd_sc_hd__inv_1	0.32
sky130_fd_sc_hd__ha_1	0.30
sky130_fd_sc_hd__or4_1	0.52
sky130_fd_sc_hd__nor4b_1	0.28
sky130_fd_sc_hd__o2111a_1	0.24
sky130_fd_sc_hd__o221ai_2	0.13
sky130_fd_sc_hd__a2111oi_4	0.36
sky130_fd_sc_hd__mux2_1	0.35
Power and IR drop assume default switching activity.
